==> flow/design.v <==
`timescale 1ns / 1ps
module LampCtrl(
	input wire clk,
	input wire S1,
	input wire S2,
	input wire S3,
	output wire[6 : 0] LED,
	output wire F
	);
	parameter C_NUM = 28;
	parameter C_MAX = 28'hFFFFFFF;
	reg [C_NUM - 1 : 0] count;
	wire[C_NUM - 1 : 0] c_next;
	initial begin
		count = C_MAX;
	end
	assign w = S1 || S2 || S3;
	assign F = (count < C_MAX) ? 1'b1 : 1'b0;
	always@ (posedge clk)
	begin
		if(w == 1'b1) count = 0;
		else if(count < C_MAX) count = c_next;
	end
	assign c_next = count + 8'b1;
	assign LED = 7'b0000000;
endmodule
==> flow/run.sh <==
#!/bin/bash
# OpenROAD 26Q1-2900-gdf79404cd8, Yosys 0.63+post, stock flow scripts
make -C /OpenROAD-flow-scripts/flow DESIGN_CONFIG=/design/flow/config.mk WORK_HOME=/design/flow/orfs finish
==> flow/config.mk <==
export PLATFORM = sky130hd
export DESIGN_NAME = LampCtrl
export DESIGN_NICKNAME = LampCtrl
export VERILOG_FILES = /design/flow/design.v
export SDC_FILE = /design/flow/constraint.sdc
export NUM_CORES = 4
export LEC_CHECK = 1
export CORE_AREA = 10 10 101 101
export DIE_AREA = 0 0 111 111
==> flow/constraint.sdc <==
current_design LampCtrl

set clk_period 8.2
set clk_io_pct 0.2

create_clock -name clk0 -period $clk_period [get_ports {clk}]

set non_clock_inputs [all_inputs -no_clocks]
set_input_delay [expr $clk_period * $clk_io_pct] -clock clk0 $non_clock_inputs
set_output_delay [expr $clk_period * $clk_io_pct] -clock clk0 [all_outputs]
==> results.sh <==
# flow metrics
export IMPL_aoi_share=0.151
export IMPL_fp_utilization=0.182
export IMPL_antenna_diode_count=0
export IMPL_yosys_top_cells_count="28 x dfxtp_1, 14 x nor2_1, 13 x a21oi_1, 13 x nand2_1, 12 x nand4_1"
export IMPL_drive_gt1_frac=0.0787
export IMPL_worstPathRequired_ns=6.56
export IMPL_port_buffer_count=4
export IMPL_pwr_density_cell_nw_per_um2=150
export IMPL_seq_area_um2=561
export IMPL_post_route_cell_area_um2=1660
export IMPL_layout_cells_non_filler=283
export IMPL_status="completed"
export IMPL_tightest_slew_ns=0.516
export IMPL_worstHoldPathCells=2
export IMPL_period_used=0.505
export IMPL_first_iter_violations=74
export IMPL_p_total_uw=250
export IMPL_holdWs_ns=0.484
export IMPL_placed_cells=279
export IMPL_netlist_instances=175
export IMPL_final_antenna_net_count=0
export IMPL_dp_hpwl_mm=2.13
export IMPL_vias_per_cell=4.49
export IMPL_routabilityCongestion=0.843
export IMPL_grt_max_degree=28
export IMPL_grtUsageTotal=0.0460
export IMPL_switching_power_uw=46.3
export IMPL_fin_tns_setup_ns=0
export IMPL_synth_edff_count=0
export IMPL_ys_flops=28
export IMPL_comb_area_um2=833
export IMPL_setup_viol=0
export IMPL_p_leak_uw=0.000495
export IMPL_pwr_share_clk=0.434
export IMPL_rsz0062_at_grt="false"
export IMPL_mux_share=0.00677
export IMPL_cp_data_arrival_time_ns=2.50
export IMPL_hold_violations=0
export IMPL_end_kind="output port"
export IMPL_fmax_ghz=0.241
export IMPL_adder_share=0.00846
export IMPL_finalClockSkew_ns=0.00153
export IMPL_seqPwrFrac=0.546
export IMPL_cts_sinks=28
export IMPL_reg2reg_to="count[17]$_SDFFE_PP0N_"
export IMPL_post_drt_wl_per_cell_um=10.5
export IMPL_ys_cells=175
export IMPL_synth_top_cell_by_count="dfxtp_1"
export IMPL_synth_xor_area_share=0.0415
export IMPL_holdCritStartpoint="count[17]$_SDFFE_PP0N_"
export IMPL_dieHeight_um=111
export IMPL_p_int_uw=204
export IMPL_ctsResizeCount=0
export IMPL_cts_path_max_buffers=2
export IMPL_hold_class="flop to flop"
export IMPL_first_global_vias=1126
export IMPL_avgSynthCellArea_um2=8.45
export IMPL_rrSetupSlack_ns=6.03
export IMPL_synth_simple_area_share=0.338
export IMPL_drv_cap=0
export IMPL_p_comb_frac=0.020
export IMPL_path_clk_slew_ns=0.09
export IMPL_slew_violations=0
export IMPL_core_area_um2=8130
export IMPL_grt_pass1_wl_mm=5.11
export IMPL_synth_logic_top_family="simple AND/OR/NAND/NOR gates"
export IMPL_reg2reg_depth=7
export IMPL_ys_seq_frac=0.379
export IMPL_post_cts_buffers=0
export IMPL_fill_cells=874
export IMPL_top_area_cell="dfxtp_1"
export IMPL_synth_distinct_cells=40
export IMPL_dieArea_um2=12300
export IMPL_htreeDepth=1
export IMPL_yosysChipArea_um2=1480
export IMPL_cts_tree="built"
export IMPL_drc=0
export IMPL_vdd_drop_max_mv=0.0596
export IMPL_areaGrowthSynthToFinish_pct=12.4
export IMPL_yosysWarnings=2
export IMPL_grt_overflow=0
export IMPL_maxSlewHeadroom=0.653
export IMPL_yosysTopAreaCellShare=0.379
export IMPL_top_cells_by_area="dfxtp_1 38%, nand4_1 5.1%, a21oi_1 4.4%"
export IMPL_cts_root_buf="clkbuf_8"
export IMPL_largest_reg_flops=28
export IMPL_switching_share=0.185
export IMPL_dieWidth_um=111
export IMPL_warnings=25
export IMPL_critPathLaunchType="flop"
export IMPL_worst_setup_path_type="flop to output port"
export IMPL_synthFlopType="dfxtp_1"
export IMPL_cts_buffers=3
export IMPL_io_pin_count=12
export IMPL_placement_cell_area_um2=1590
export IMPL_antenna_found_initial=0
export IMPL_path_max_fanout=27
export IMPL_netlist_area_um2=1480
export IMPL_synthArstFlopShare=0
export IMPL_vias=1272
export IMPL_firstDrtPassIters=4
export IMPL_clk_latency_ns=0.27
export IMPL_drt_total_wl_mm=2.98
export IMPL_period_minus_slack_ns=4.14
export IMPL_hold_end="count[17]$_SDFFE_PP0N_"
export IMPL_rows=33
export IMPL_ctsHoldBuffers=0
export IMPL_timing_rr_start="count[0]$_SDFFE_PP0N_"
[power groups by stage]
stage	clock, uW	combinational, uW	sequential (uW)
CTS	112	5.17	136
global route	115	5.74	137
finish	109	5.02	136
[metrics by stage]
step | setup WS [ns] | utilization
2_1_floorplan | 4.91 | -
3_3_place_gp | 4.39 | 0.196
3_5_place_dp | 4.35 | 0.196
4_1_cts | 4.03 | 0.204
5_1_grt | 3.85 | 0.204
6_report | 4.06 | 0.204
[final cells by class]
| cell class | count | area share |
|---|---|---|
| Clock buffer | 3 | 0.0248 |
| Clock inverter | 1 | 0.0181 |
| Inverter | 1 | 0.00226 |
| Multi-Input combinational cell | 138 | 0.501 |
| Sequential cell | 28 | 0.337 |
| Tap cell | 105 | 0.0790 |
| Timing Repair Buffer | 7 | 0.0376 |
[critical path, stage by stage (launching register included)]
cell and delay [ns]:
dfxtp_1 0.41, and3_1 0.23, nand4_1 0.41, nor4_4 0.39
buf_4 0.30, inv_2 0.07, clkdlybuf4s50_1 0.40
[layer usage]
metal  track usage  up-vias  share of wire
li1              -      659              -
met4       0.00868        0          0.019
met2        0.0676       28           0.42
met3        0.0104        2          0.047
met1        0.0673      583           0.51
met5             0        -              0
[cells in the final DEF, fill, tap and decap left out, types with 5 or more instances in the layout]
cell type and count:
nor4_1 5, nand2_1 13, conb_1 7, or4_1 6, nor2_1 14, nor3_1 5
dfxtp_1 28, nand4_1 12, or3_1 8, o21ai_0 8, a21oi_1 13, nand3_1 8
[how the worst max path moves through the flow]
stage,from,to,slack (ns),depth (start not counted)
global route,count[13]$_SDFFE_PP0N_,F,3.85,6
CTS,count[13]$_SDFFE_PP0N_,F,4.03,6
finish,count[13]$_SDFFE_PP0N_,F,4.06,6
[logic make-up (layout without fill, tap and decap cells)]
logic type | Yosys count | in the layout
mux | 1 | 1
buf+inv | 15 | 12
fa+ha+maj | 1 | 1
other cells | 1 | 7
xor+xnor | 7 | 7
flops | 28 | 28
simple gates | 85 | 85
compound gates | 37 | 37
