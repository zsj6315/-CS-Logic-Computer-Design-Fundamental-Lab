File: ./design.v
module MyMC14495 (
    input wire D0, D1, D2, D3,
    input wire LE, point,
    output wire a, b, c, d, e, f, g, p
);
    assign D0n = ~D0;
    assign D1n = ~D1;
    assign D2n = ~D2;
    assign D3n = ~D3;
    assign a = LE | ((D3n & D2n & D1n & D0) | (D3n & D2 & D1n & D0n) | (D3 & D2n & D1 & D0) | (D3 & D2 & D1n & D0));
    assign b = LE | ((D3n & D2 & D1n & D0) | (D2 & D1 & D0n) | (D3 & D2 & D0n) | (D3 & D1 & D0));
    assign c = LE | ((D3n & D2n & D1 & D0n) | (D3 & D2 & D0n) | (D3 & D2 & D1));
    assign d = LE | ((D3n & D2n & D1n & D0) | (D3n & D2 & D1n & D0n) | (D2 & D1 & D0) | (D3 & D2n & D1 & D0n));
    assign e = LE | ((D3n & D0) | (D3n & D2 & D1n) | (D2n & D1n & D0));
    assign f = LE | ((D3n & D2n & D0) | (D3n & D2n & D1) | (D3n & D1 & D0) | (D3 & D2 & D1n & D0));
    assign g = LE | ((D3n & D2n & D1n) | (D3n & D2 & D1 & D0) | (D3 & D2 & D1n & D0n));
    assign p = ~point;
endmodule
module controller (
    input wire [7 : 0] SW,
    input wire [1 : 0] BTN,
    output wire [7 : 0] SEGMENT
);
    MyMC14495 decoder(
        .D0(SW[0]),
        .D1(SW[1]),
        .D2(SW[2]),
        .D3(SW[3]),
        .point(BTN[1]),
        .LE(BTN[0]),
        .a(SEGMENT[0]),
        .b(SEGMENT[1]),
        .c(SEGMENT[2]),
        .d(SEGMENT[3]),
        .e(SEGMENT[4]),
        .f(SEGMENT[5]),
        .g(SEGMENT[6]),
        .p(SEGMENT[7])
    );
endmodule
module decoder_2_4 (
    input wire [1 : 0] s,
    output wire [3 : 0] outp
);
    assign outp[0] = ~s[0] & ~s[1];
    assign outp[1] = s[0] & ~s[1];
    assign outp[2] = ~s[0] & s[1];
    assign outp[3] = s[0] & s[1];
endmodule
module Mux_4_1_b4 (
    input wire [1 : 0] s,
    input wire [3 : 0] I0, I1, I2, I3,
    output wire [3 : 0] o
);
    wire [3 : 0] Muxer;
    decoder_2_4 Decoder(.s(s), .outp(Muxer));
    assign o[0] = (Muxer[0] & I0[0]) | (Muxer[1] & I1[0]) | (Muxer[2] & I2[0]) | (Muxer[3] & I3[0]);
    assign o[1] = (Muxer[0] & I0[1]) | (Muxer[1] & I1[1]) | (Muxer[2] & I2[1]) | (Muxer[3] & I3[1]);
    assign o[2] = (Muxer[0] & I0[2]) | (Muxer[1] & I1[2]) | (Muxer[2] & I2[2]) | (Muxer[3] & I3[2]);
    assign o[3] = (Muxer[0] & I0[3]) | (Muxer[1] & I1[3]) | (Muxer[2] & I2[3]) | (Muxer[3] & I3[3]);
endmodule
module clkdiv (
    input wire clk, rst,
    output reg [31 : 0] clkdiv
);
    initial begin
        clkdiv <= 0;
    end
    always @(posedge clk or posedge rst) begin
        if(rst) clkdiv <= 0;
        else clkdiv <= clkdiv + 1'b1;
    end
endmodule
module pbdebounce (
    input wire clk_1ms,
    input wire I,
    output reg O
);
    reg [7 : 0] pbshift;
    initial begin
        O = 0;
    end
    always @(posedge clk_1ms) begin
        pbshift = pbshift << 1;
        pbshift[0] = I;
        if(pbshift == 8'h00) O = 0;
        if(pbshift == 8'hFF) O = 1;
    end
endmodule
module create_number (
    input wire clk,
    input wire [3 : 0] btn,
    output reg [3 : 0] n0, n1, n2, n3
);
    wire [3 : 0] t0, t1, t2, t3;
    assign t0 = n0 + 1'b1;
    assign t1 = n1 + 1'b1;
    assign t2 = n2 + 1'b1;
    assign t3 = n3 + 1'b1;
    wire [3 : 0] tbtn;
    initial begin
        {n3, n2, n1, n0} <= 16'b0001_0010_0011_0100;
    end
    pbdebounce db0(.clk_1ms(clk), .I(btn[0]), .O(tbtn[0]));
    pbdebounce db1(.clk_1ms(clk), .I(btn[1]), .O(tbtn[1]));
    pbdebounce db2(.clk_1ms(clk), .I(btn[2]), .O(tbtn[2]));
    pbdebounce db3(.clk_1ms(clk), .I(btn[3]), .O(tbtn[3]));
    always @(posedge tbtn[0]) n0 <= t0; 
    always @(posedge tbtn[1]) n1 <= t1; 
    always @(posedge tbtn[2]) n2 <= t2; 
    always @(posedge tbtn[3]) n3 <= t3; 
endmodule
module display_sync (
    input wire [3 : 0] I0, I1, I2, I3, points, LES,
    input wire [1 : 0] scan,
    output wire [3 : 0] Hex, AN,
    output wire p, LE
);
    Mux_4_1_b4 Muxb4(.I0(I0), .I1(I1), .I2(I2), .I3(I3), .s(scan), .o(Hex));
    wire [3 : 0] M;
    decoder_2_4 d24_1(.s(scan), .outp(M));
    assign p = (M[0] & points[0]) | (M[1] & points[1]) | (M[2] & points[2]) | (M[3] & points[3]);
    assign LE = (M[0] & LES[0]) | (M[1] & LES[1]) | (M[2] & LES[2]) | (M[3] & LES[3]);
    assign AN = ~M;
endmodule
module top (
    input wire [3 : 0] btn,
    input wire clk,
    input wire [7 : 0] SW,
    output wire [3 : 0] AN,
    output wire [7 : 0] SEGMENT,
    output wire BTNX4,
    output wire Ring
);
    reg GND;
    wire RST;
    initial GND <= 0;
    assign BTNX4 = GND;
    assign RST = GND;
    assign Ring = GND; 
    wire [3 : 0] I0, I1, I2, I3, Hex;
    wire [31 : 0] clkd;
    wire P, LE;
    clkdiv cd(.clk(clk), .rst(RST), .clkdiv(clkd));
    create_number numc(.clk(clkd[17]), .btn(btn), .n0(I0), .n1(I1), .n2(I2), .n3(I3));
    display_sync ds(.I0(I0), .I1(I1), .I2(I2), .I3(I3), .Hex(Hex), .AN(AN), .scan(clkd[18 : 17]), .points(SW[3 : 0]), .LES(SW[7 : 4]), .p(P), .LE(LE));
    MyMC14495 MyMc(.D0(Hex[0]), .D1(Hex[1]), .D2(Hex[2]), .D3(Hex[3]), .point(P), .LE(LE), 
    .a(SEGMENT[0]), .b(SEGMENT[1]), .c(SEGMENT[2]), .d(SEGMENT[3]), .e(SEGMENT[4]), .f(SEGMENT[5]), .g(SEGMENT[6]), .p(SEGMENT[7]));
endmodule
File: ./run.sh
#!/bin/bash
# OpenROAD 26Q1-2900-gdf79404cd8, Yosys 0.63+post, stock flow scripts
make -C /OpenROAD-flow-scripts/flow DESIGN_CONFIG=/design/flow/config.mk WORK_HOME=/design/flow/orfs finish
File: ./config.mk
export PLATFORM = sky130hd
export DESIGN_NAME = top
export DESIGN_NICKNAME = top
export VERILOG_FILES = /design/flow/design.v
export SDC_FILE = /design/flow/constraint.sdc
export NUM_CORES = 4
export LEC_CHECK = 1
export CORE_UTILIZATION = 30
File: ./constraint.sdc
current_design top

set clk_period 5.9
set clk_io_pct 0.2

create_clock -name clk0 -period $clk_period [get_ports {clk}]

set non_clock_inputs [all_inputs -no_clocks]
set_input_delay [expr $clk_period * $clk_io_pct] -clock clk0 $non_clock_inputs
set_output_delay [expr $clk_period * $clk_io_pct] -clock clk0 [all_outputs]
==> flow_summary.yaml <==
# flow metrics
cells_and_area:
  seqCellArea_mm2: 0.00134
  fillers: 770
  area_delta_synth_final_pct: 12.2
  drive_above_1_share_pct: 4.70
  fin_util_pct: 35.2
  comb_area_um2: 947
sta:
  setup_viol: 0
  fin_tns_setup_ns: 0
  hold_viol: 0
  rsz0062_at_grt: "no"
  fin_worst_skew_ns: 0.000447
  fin_crit_ns: 4.02
  tightest_slew_ns: 0.635
  max_freq_ghz: 0.249
  relSlewSlack_pct: 57.6
  untimed_endpoints: 48
  finalClockPeriodUsage_pct: 68.1
  drv_slew: 0
  unclocked_pins: 48
routing:
  insertedDiodeCount: 0
  initialDrtViolationCount: 36
  first_pass_iters: 4
  wl_per_cell_um: 10.1
  antenna_left: 0
  drt_wl_total_um: 3400
  vias: 1510
  avgViaCountPerCell: 4.49
  drc: 0
synthesis:
  ys_cells: 219
  yosysWarnings: 8
  netlist_area_mm2: 0.00245
  synth_cell_types: 32
  area_leaders: "dfxtp_1, xnor2_1, xor2_1"
  synth-edff-count: 0
  top_area_cell: "dfxtp_1"
  yosys.cell_count.top_type: "dfxtp_1"
  yosys-top-cells-count: "dfxtp_1, xnor2_1, nand3_1"
  ys_ff: 67
  yosysTopAreaCellShare_pct: 54.8
  syn_area_per_cell_um2: 11.2
  ys_area_mm2: 0.00245
  synth_seq_share_pct: 54.8
  synth-main-ff-cell: "dfxtp_1"
  async_flop_share_pct: 0
  syn_inst: 219
power_and_ir_drop:
  sequentialPowerShare_pct: 55.6
  clkPwrFrac_pct: 38.1
  ir_drop_uv: 81.1
  p_per_area_mw_per_mm2: 84.0
  sw_frac_of_total_pct: 18.7
  pwr-share-comb_pct: 6.3
  p_switching_w: 0.0000432
  internal-power_w: 0.000188
  p_leak_nw: 1.04
clock_network:
  path_clk_slew_ns: 0.07
  hold_buffers: 0
  cts_buffers: 3
  post-cts-setup-buffers: 0
  cts.htree.levels: 1
  clk-insertion-delay-late_ns: 0.25
  cts_resized: 0
  cts_tree: "done"
  clockBufferDepth: 2
  cts_root_buf: "clkbuf_8"
critical_path:
  path_cells: "clkdlybuf4s50_1 > mux4_1 > a221o_1 > clkdlybuf4s50_1"
  worstPathMaxFanout: 5
  crit_slowest_cell: "mux4_1"
  r2r_end: "cd.clkdiv[18]"
  max_stage_delay_ns: 0.59
  cp.arrival_ns: 2.84
  reg2reg_depth: 4
  rr_startpoint: "cd.clkdiv[17]"
  crit_buf_inv: 2
  crit_family: "buffers and inverters"
  rrSetupSlack_ns: 4.12
  crit_path_end_kind: "primary output"
  cp.required_ns: 4.72
  critical_path_class: "in2out"
  start_kind: "primary input"
  cpMostUsedCell: "clkdlybuf4s50_1"
global_routing:
  grt_pass1_wl_um: 6200
  grt_remaining_overflow: 0
  grt_pass1_vias: 1410
  grt_max_degree: 23
  grtUsageTotal_pct: 8.78
  grt_antenna_before_repair: 0
place:
  port_buffers: 24
  gp_congestion: 0.765
  dp_hpwl_um: 2660
worst_hold_path:
  holdPathStages: 1
  hold_path_class: "reg2reg"
  whs_endpoint: "cd.clkdiv[0]"
  worstHoldStart: "cd.clkdiv[0]"
floorplan:
  die_area_mm2: 0.00852
  fp_util_pct: 31.3
  fp-row-count: 32
  ioPinCount: 27
  die_w_um: 92.3
  die_h_um: 92.3
  coreArea_mm2: 0.00781
job:
  cap_viol_max_count: 0
  openroad.warnings: 25
outcome:
  outcome: "finished, final reports clean"
per-stage QoR:
stage / worst slack [ns] / instances / total power, W / hold WS, ns / cell area [µm²]
detailed placement: 1.89 / 332 / 0.000146 / 0.441 / 2700
CTS: 1.88 / 336 / 0.000233 / 0.458 / 2750
global placement: 1.89 / 332 / 0.000146 / 0.435 / 2700
floorplan: 2.50 / 220 / 0.000137 / 0.406 / 2450
global route: 1.74 / 336 / 0.000240 / 0.487 / 2750
finish: 1.88 / 336 / 0.000231 / 0.455 / 2750
final cells by class:
cell class	count	area share, %
Inverter	10	1.37
Clock buffer	4	1.64
Sequential cell	67	48.8
Tap cell	102	4.65
Timing Repair Buffer	25	9.02
Multi-Input combinational cell	128	34.5
metal layers:
metal	up-vias	track usage [%]	routed length [µm]
met3	2	0.835	91
met4	0	0.260	15
met5	-	0	0
li1	790	-	-
met2	26	13.8	1430
met1	692	14.2	1860
state kept, by name (all words and copies together) (netlist names):
| signal | flops |
|---|---|
| cd.clkdiv | 19 |
| numc.db0.O | 1 |
| numc.db0.pbshift | 7 |
| numc.db1.O | 1 |
| numc.db1.pbshift | 7 |
| numc.db2.O | 1 |
| numc.db2.pbshift | 7 |
| numc.db3.O | 1 |
| numc.db3.pbshift | 7 |
| numc.n0 | 4 |
| numc.n1 | 4 |
| numc.n2 | 4 |
| numc.n3 | 4 |
layout by cell type, fill, tap and decap left out, types with 7 or more instances in the layout:
cell type	instances
xnor2_1	15
nor2_1	13
dfxtp_1	67
xor2_1	11
inv_1	10
nor4_1	10
clkdlybuf4s50_1	24
nand2_1	7
nand4_1	12
nand3_1	14
cells by family after synthesis:
kind of cell,share of synthesized area (%)
AND/OR/NAND/NOR,15.3
XOR/XNOR,9.30
buffers and inverters,6.65
other,0.153
flip-flops,54.8
multiplexers,6.75
AND-OR/OR-AND,4.50
adder cells (fa/ha/maj),2.56
power groups by stage:
stage / clock network [W] / logic (W) / registers, W
CTS: 0.0000901 / 0.0000148 / 0.000128
global route: 0.0000954 / 0.0000160 / 0.000128
finish: 0.0000879 / 0.0000146 / 0.000128
how the worst max path moves through the flow:
| stage | cells past startpoint | endpoint | start |
|---|---|---|---|
| global route | 5 | SEGMENT[1] | cd.clkdiv[17] |
| finish | 4 | SEGMENT[1] | SW[5] |
| CTS | 5 | SEGMENT[0] | cd.clkdiv[17] |
No activity file was given, so power comes from the tool's default toggle rates.
