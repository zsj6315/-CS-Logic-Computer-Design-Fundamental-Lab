==> flow/design.v <==
module MyMC14495 (
    input wire D0, D1, D2, D3,
    input wire LE, point,
    output wire a, b, c, d, e, f, g, p
);
    assign D0n = ~D0;
    assign D1n = ~D1;
    assign D2n = ~D2;
    assign D3n = ~D3;
    assign a = LE | ((D3n & D2n & D1n & D0) | (D3n & D2 & D1n & D0n) | (D3 & D2n & D1 & D0) | (D3 & D2 & D1n & D0));
    assign b = LE | ((D3n & D2 & D1n & D0) | (D2 & D1 & D0n) | (D3 & D2 & D0n) | (D3 & D1 & D0));
    assign c = LE | ((D3n & D2n & D1 & D0n) | (D3 & D2 & D0n) | (D3 & D2 & D1));
    assign d = LE | ((D3n & D2n & D1n & D0) | (D3n & D2 & D1n & D0n) | (D2 & D1 & D0) | (D3 & D2n & D1 & D0n));
    assign e = LE | ((D3n & D0) | (D3n & D2 & D1n) | (D2n & D1n & D0));
    assign f = LE | ((D3n & D2n & D0) | (D3n & D2n & D1) | (D3n & D1 & D0) | (D3 & D2 & D1n & D0));
    assign g = LE | ((D3n & D2n & D1n) | (D3n & D2 & D1 & D0) | (D3 & D2 & D1n & D0n));
    assign p = ~point;
endmodule
module controller (
    input wire [7 : 0] SW,
    input wire [1 : 0] BTN,
    output wire [7 : 0] SEGMENT
);
    MyMC14495 decoder(
        .D0(SW[0]),
        .D1(SW[1]),
        .D2(SW[2]),
        .D3(SW[3]),
        .point(BTN[1]),
        .LE(BTN[0]),
        .a(SEGMENT[0]),
        .b(SEGMENT[1]),
        .c(SEGMENT[2]),
        .d(SEGMENT[3]),
        .e(SEGMENT[4]),
        .f(SEGMENT[5]),
        .g(SEGMENT[6]),
        .p(SEGMENT[7])
    );
endmodule
==> flow/run.sh <==
#!/bin/bash
# OpenROAD 26Q1-2900-gdf79404cd8, Yosys 0.63+post, stock flow scripts
make -C /OpenROAD-flow-scripts/flow DESIGN_CONFIG=/design/flow/config.mk WORK_HOME=/design/flow/orfs finish
==> flow/config.mk <==
export PLATFORM = sky130hd
export DESIGN_NAME = controller
export DESIGN_NICKNAME = controller
export VERILOG_FILES = /design/flow/design.v
export SDC_FILE = /design/flow/constraint.sdc
export NUM_CORES = 4
export LEC_CHECK = 1
export CORE_AREA = 10 10 70 70
export DIE_AREA = 0 0 80 80
==> flow/constraint.sdc <==
current_design controller

set clk_period 1.4
set clk_io_pct 0.2

create_clock -name clk0 -period $clk_period

set non_clock_inputs [all_inputs -no_clocks]
set_input_delay [expr $clk_period * $clk_io_pct] -clock clk0 $non_clock_inputs
set_output_delay [expr $clk_period * $clk_io_pct] -clock clk0 [all_outputs]
==> results.rst <==
Flow metrics
------------

.. list-table::
   :header-rows: 1

   * - Metric
     - Value
   * - Run status
     - completed
   * - Startpoint type of the worst setup path
     - input port
   * - Average wire per standard cell
     - 9.28 um
   * - Post-Place Cell Area
     - 464 sq um
   * - Setup TNS
     - 0 ns
   * - Cell Rows
     - 21
   * - Largest net degree at the start of global routing
     - 8
   * - Max FO, Critical Path
     - 6
   * - Count of placed standard cells including taps
     - 102
   * - Number of max-cap violations
     - 0
   * - Number of distinct library cells after synthesis
     - 20
   * - Remaining global-route overflow
     - 0
   * - Routability Congestion
     - 0.841
   * - Layout cells sized above 1
     - 56.5%
   * - Transition at the pin with the smallest max-transition slack
     - 0.255 ns
   * - Cell depth of the worst hold path
     - 4
   * - Endpoint of the worst setup timing path
     - SEGMENT[1]
   * - Violation tally from detailed-route iteration zero
     - 64
   * - Worst endpoint required time
     - 1.12 ns
   * - Max-slew violations
     - 0
   * - Number of routed nets with antenna violations
     - 0
   * - Vertical die dimension
     - 80 um
   * - Number of standard cells reported by yosys
     - 46
   * - Leakage dissipation
     - 0.235 nW
   * - Antenna violations before repair
     - 0
   * - Worst path depth
     - 6
   * - RSZ-0062 raised after global routing
     - yes
   * - YS warnings
     - 4
   * - Width of the chip
     - 80 um
   * - Post-synth area hogs
     - buf_4, buf_6, o21ai_0
   * - Largest area contributor in the synthesized netlist
     - buf_4
   * - Portion of total power attributed to combinational logic
     - 100.0%
   * - Global Route met1 Usage
     - 4.42%
   * - Total core area
     - 3420 sq um
   * - Detail-routed via count per cell
     - 3.35
   * - Placed wire-length estimate
     - 724 um
   * - Number of design rule violations left after detail routing
     - 0
   * - Pwr/cell area
     - 272 nW/um^2
   * - Number of buffers added on ports
     - 14
   * - Netlist Area Pre-Place
     - 303 sq um
   * - Setup crit start
     - SW[0]
   * - Number of vias after detailed routing
     - 362
   * - Antenna diode count
     - 0
   * - Post-Route WL
     - 1000 um
   * - Highest-delay cell along the critical path
     - a221o_1
   * - Chip area estimate from yosys synthesis
     - 303 sq um
   * - Int Pwr
     - 0.0827 mW
   * - Global route hottest layer
     - met1
   * - Register share of total power
     - 0%
   * - Met2 layer usage reported by global route
     - 4.09%
   * - Most common cell after layout, fill and taps aside
     - buf_4
   * - Count of clock-net buffers in the final layout
     - 0
   * - Sum of internal, switching and leakage power
     - 0.143 mW
   * - Area growth from synthesis to layout
     - 73.1%
   * - Critical setup path kind
     - input port to primary output
   * - Arrival time at the worst endpoint
     - 1.10 ns
   * - Setup WS pre-CTS
     - -0.800 ns
   * - Net Sw Frac
     - 42.1%
   * - GR Layer Usage met3
     - 0.795%
   * - Largest stage delay, worst path
     - 0.33 ns
   * - Top library cells by usage in the layout, fill and taps aside
     - buf_4, buf_2, buf_6
   * - Post-CTS Hold Fix Bufs
     - 0
   * - Number of global-route vias before repair
     - 328
   * - Worst path cell trace
     - buf_8 -> buf_6 -> nand2b_4 -> o21ai_2 -> a221o_1 -> buf_2
   * - Synthesized area divided by synthesized cell count
     - 6.58 sq um
   * - DR pass1 iterations
     - 4
   * - Total buffers and inverters traversed by the critical path
     - 3
   * - Final setup violating endpoints
     - 0
   * - Seq share, synth
     - 0%
   * - Highest Clock Rate
     - 726 MHz
   * - Endpoints failing hold
     - 0
   * - Seq. cell area
     - 0 sq um
   * - Count of warning messages emitted by the tools
     - 38
   * - Cell area after layout
     - 524 sq um
   * - Combined global-route utilization of all metal layers
     - 2.89%
   * - Floorplan utilization
     - 8.86%
   * - Worst supply voltage drop on vdd
     - 0.0457 mV
   * - Period utilization
     - 98.4%
   * - Element type at the critical path end
     - primary output
   * - Worst-case headroom to the max-slew limit
     - 82.8%
   * - Crit path max-delay family
     - AND-OR/OR-AND gates
   * - Net switching power
     - 0.0602 mW
   * - Class of the most critical hold timing path
     - input port to primary output
   * - Global-route wire length before repair
     - 1570 um
   * - Shortest period the worst path allows
     - 1.38 ns
   * - Dominant cell area share
     - 19.8%
   * - Core occupancy in the finished layout
     - 15.3%
   * - Gate count of the mapped netlist
     - 46
   * - Chip Area
     - 6400 sq um
   * - FFs & Latches
     - 0
   * - Non-filler instance count after layout
     - 108
   * - Final hold slack
     - 0.939 ns
   * - Fin worst setup slack
     - 0.0225 ns
   * - Power share of the clock group
     - 0%
   * - Boundary pin count
     - 18
==> kinds of logic (layout without fill, tap and decap cells) <==
logic type / after synthesis / count (layout) / share of synthesized area [%]
xor gates and xnor gates: 2 / 2 / 5.79
AOI/OAI and AO/OA: 16 / 16 / 34.7
and+or+nand+nor: 10 / 10 / 19.0
buffers and inverters: 18 / 34 / 40.5
==> timing repair <==
action,4_1_cts,5_1_grt
endpoints found under the setup margin,8,5
cloned,1,0
setup buffers,6,0
pin swaps,9,4
resized,58,5
==> routing by layer <==
metal,vias up,wire [um]
li1,186,-
met1,161,505
met5,-,0
met2,15,390
met4,0,0
met3,0,106
==> worst min path at each step <==
stage,slack [ns],to,startpoint
6_report,0.94,SEGMENT[2],SW[1]
4_1_cts,0.93,SEGMENT[2],SW[1]
5_1_grt,0.96,SEGMENT[2],SW[1]
==> power by group through the flow <==
stage         sequential, mW  combinational, mW  clock (mW)
global route               0              0.159           0
finish                     0              0.143           0
CTS                        0              0.139           0
==> synthesized netlist by cell type (2+ instances only) <==
master and number:
a31oi_1 2, buf_2 2, nand2_1 2, inv_1 5, o21ai_0 5, xor2_1 2
o311ai_1 2, buf_6 3, a21oi_1 2, nor2_1 3, o221ai_1 2, buf_4 8
==> area by class of cell <==
| cell class | instances | area (sq um) |
|---|---|---|
| fill | 379 | 2890 |
| inverter | 5 | 18.8 |
| multi-input combinational | 28 | 218 |
| tap | 46 | 57.6 |
| timing repair buffer | 29 | 230 |
Power is estimated from default activity; no workload was simulated.
